**/design/flow/design.v**
```verilog
module ID2EXE (clk, rst, destIn, reg2In, val1In, val2In, PCIn, EXE_CMD_IN, MEM_R_EN_IN, MEM_W_EN_IN, WB_EN_IN, brTaken_in, src1_in, src2_in,
                         dest,   ST_value,   val1,   val2,   PC,  EXE_CMD,    MEM_R_EN,    MEM_W_EN,    WB_EN, brTaken_out, src1_out, src2_out,COMP_EN_IN,COMP_EN,BA_reg,BA_reg_out,IsMul,MUL_EN_OUT);
  input clk, rst;
  input COMP_EN_IN;
  input MEM_R_EN_IN, MEM_W_EN_IN, WB_EN_IN, brTaken_in,IsMul;
  input [4-1:0] EXE_CMD_IN;
  input [4-1:0] destIn, src1_in, src2_in;
  input [16-1:0] reg2In, val1In, val2In, PCIn, BA_reg;
  output reg MEM_R_EN, MEM_W_EN, WB_EN, brTaken_out,COMP_EN,MUL_EN_OUT;
  output reg [4-1:0] EXE_CMD;
  output reg [4-1:0] dest, src1_out, src2_out;
  output reg [16-1:0] ST_value, val1, val2, PC ,BA_reg_out;
  reg temp;
  always @ (posedge clk) begin
    if (rst) begin
      {MEM_R_EN, MEM_R_EN, WB_EN, EXE_CMD, dest, ST_value, val1, val2, PC, brTaken_out, src1_out, src2_out,COMP_EN,BA_reg_out} <= 0;
    end
    else begin
      MEM_R_EN <= MEM_R_EN_IN;
      MEM_W_EN <= MEM_W_EN_IN;
      WB_EN <= WB_EN_IN;
      EXE_CMD <= EXE_CMD_IN;
      dest <= destIn;
      ST_value <= reg2In;
      val1 <= val1In;
      val2 <= val2In;
      PC <= PCIn;
      brTaken_out <= brTaken_in;
      src1_out <= src1_in;
      src2_out <= src2_in;
      COMP_EN <= COMP_EN_IN;
      BA_reg_out  <= BA_reg;
      MUL_EN_OUT <= IsMul;
    end
  end
endmodule  
```
**/design/flow/run.sh**
```bash
#!/bin/bash
# OpenROAD 26Q1-2900-gdf79404cd8, Yosys 0.63+post, stock flow scripts
make -C /OpenROAD-flow-scripts/flow DESIGN_CONFIG=/design/flow/config.mk WORK_HOME=/design/flow/orfs finish
```
**/design/flow/config.mk**
```make
export PLATFORM = sky130hd
export DESIGN_NAME = ID2EXE
export DESIGN_NICKNAME = ID2EXE
export VERILOG_FILES = /design/flow/design.v
export SDC_FILE = /design/flow/constraint.sdc
export NUM_CORES = 4
export LEC_CHECK = 1
export CORE_UTILIZATION = 40
```
**/design/flow/constraint.sdc**
```tcl
current_design ID2EXE

set clk_period 1.0
set clk_io_pct 0.2

create_clock -name clk0 -period $clk_period [get_ports {clk}]

set non_clock_inputs [all_inputs -no_clocks]
set_input_delay [expr $clk_period * $clk_io_pct] -clock clk0 $non_clock_inputs
set_output_delay [expr $clk_period * $clk_io_pct] -clock clk0 [all_outputs]
```
==> reports/results.txt <==
cell family with most CP delay: flip-flops
xor/xnor share of the synthesized area: 0
HP Class: in -> reg
PD cells: 1650 nW/um^2
adder-cell area share of the yosys netlist: 0
initial core utilization: 0.413
Setup crit start kind: flip-flop
fin util: 0.688
Die Size: 7360 um^2
synthesized instance count: 214
fin crit share: 1.02
IO Port Bufs: 205
post-synthesis cell area: 2810 um^2
endpoints failing hold: 0
Hold-fix buffers, CTS: 0
Cell Type Count: 6
area grow syn2layout: 66.4%
GRT Util Overall: 0.180
failing checks: negative setup slack
Cell area leaders: dfxtp_1 71%, nor2b_1 22%, buf_6 4.0%
leakage power total: 2.12 nW
Clock Path Buffers: 2
Flops after synth: 102
CP max stage delay: 370 ps
CTS Root Buffer Type: clkbuf_8
CTS tree: done
slowest CP cell: edfxtp_1
via count: 2,065
register area share after synthesis: 0.734
final setup violation count: 2
share of layout cells above drive strength 1: 0.307
Commonest Layout Cell: clkdlybuf4s50_1
vias in the first global route: 1,857
Setup Buffers After CTS: 0
DP Cell Count: 510
CTS H-tree lvls: 3
Top Layout Cells: 102 x clkdlybuf4s50_1, 100 x nor2b_1, 99 x buf_2
first-pass GRT wire length: 9670 um
RSZ-0062 raised after global routing: yes
DR DRC count: 0
remaining antenna violation count: 0
Ys Warns: 1
CP arrival: 820 ps
fmax: 977 MHz
post-DP HPWL: 5010 um
total tool warning count: 28
GRT overflow: 0
wire per inst: 12.6 um
IR Drop Worst-Case VDD: 1080 uV
yosys cell count: 214
# diodes: 0
Total Power: 0.00771 W
Buf+Inv Stages, Crit Path: 1
final max-slew violation count: 0
total CTS buffers: 9
post-route setup slack: -23.2 ps
status: complete, but fails checks
Detailed Routing Iterations Pass 1: 4
Core Rows: 30
Tmin final: 1020 ps
CP Max Fanout: 1
Simple Share, Synth: 0.223
total negative setup slack: -32.1 ps
max-cap check violation count: 0
WP data required: 800 ps
total core area: 6790 um^2
Die X: 85.8 um
DIE HEIGHT: 85.8 um
element type at the critical path end: output port
Worst slew margin: 0.805
clk sinks: 102
Place WS: 5.10 ps
initial DRC count: 36
synthesis area per yosys: 2810 um^2
antenna violations before repair: 0
area fraction in mux cells: 0
I/O Pins: 206
clk slew on worst S/H paths: 90 ps
Avg Inst Size Synth: 13.1 um^2
Top logic family: simple AND/OR/NAND/NOR gates
yosys aoi share: 0
WS Path Type: reg -> out
Top-area cell share: 0.713
Vias/cell: 3.93
area leader, netlist: dfxtp_1
final std cells w/o fill: 526
measured slew at the worst slew-check pin: 293 ps
largest net degree at the start of global routing: 25
routability cong.: 0.779
CP Cell Sequence: buf_2
routed wire length: 6650 um
Fill cells: 527
[flip-flops by register name, indices dropped and copies added (netlist names), 4 cells and up]
name,cells
BA_reg_out,16
EXE_CMD,4
PC,16
ST_value,16
dest,4
src1_out,4
src2_out,4
val1,16
val2,16
[synthesized netlist by cell type (all sizes together)]
| library cell | number |
|---|---|
| inv | 1 |
| buf | 11 |
| dfxtp | 100 |
| nor2b | 100 |
| edfxtp | 2 |
[cells by family (layout without fill, tap and decap cells)]
family,count (synthesis),in the layout
buf+inv,12,228
simple gates,100,100
flops,102,102
[stage by stage]
stage	hold WS, ps	instance area, um^2
after floorplan	299	2810
after global placement	574	4960
after detailed placement	582	4960
after CTS	205	4650
after global routing	214	4670
final	221	4670
[area by class of cell]
class | count | area (um^2) | area share
Tap cell | 96 | 120 | 0.0257
Multi-Input combinational cell | 100 | 626 | 0.134
Timing Repair Buffer | 211 | 1650 | 0.354
Sequential cell | 102 | 2070 | 0.444
Inverter | 1 | 3.75 | 0.000803
Clock buffer | 12 | 145 | 0.0310
Clock inverter | 4 | 53.8 | 0.0115
[repair_timing]
item | CTS | global route
resized | 328 | 6
hold endpoints to repair | 0 | 0
endpoints found under the setup margin | 102 | 31
[routing by layer]
metal  part of all wire  global-route usage  vias up
met5                  0                   0        -
met4              0.016              0.0288        0
met3               0.14              0.0947       10
met2               0.46               0.281      121
met1               0.38               0.235      871
li1                   -                   -     1063
[worst paths after layout]
kind / from / end / slack [ps] / cells after the start
min: rst / src1_out[2] / 220 / 2
max: MEM_W_EN / MEM_W_EN / -20 / 1
[power by group]
| group | switching [W] | total (W) | leakage (nW) | internal [W] |
|---|---|---|---|---|
| Sequential | 0.0000429 | 0.00434 | 0.855 | 0.00429 |
| Clock | 0.00132 | 0.00257 | 0.102 | 0.00124 |
| Combinational | 0.000191 | 0.000810 | 1.16 | 0.000619 |
No activity file was given, so power comes from the tool's default toggle rates.
