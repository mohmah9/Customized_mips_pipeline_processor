$ cat config.mk
export PLATFORM = sky130hd
export DESIGN_NAME = IFStage
export DESIGN_NICKNAME = IFStage
export VERILOG_FILES = /design/flow/design.v
export SDC_FILE = /design/flow/constraint.sdc
export NUM_CORES = 4
export LEC_CHECK = 1
export CORE_UTILIZATION = 30
$ cat constraint.sdc
current_design IFStage

set clk_period 6.2
set clk_io_pct 0.2

create_clock -name clk0 -period $clk_period [get_ports {clk}]

set non_clock_inputs [all_inputs -no_clocks]
set_input_delay [expr $clk_period * $clk_io_pct] -clock clk0 $non_clock_inputs
set_output_delay [expr $clk_period * $clk_io_pct] -clock clk0 [all_outputs]
$ cat design.v
module IFStage (clk, rst, brTaken, brOffset, freeze, PC, instruction ,jump_en);
  input clk, rst, brTaken, freeze , jump_en;
  input [16-1:0] brOffset;
  output [16-1:0] PC, instruction;
  wire [16-1:0] adderIn1, adderOut, brOffsetTimes2,adder2PC1,PCIn;
  adder add2 (  
    .in1(PC),
    .in2(16'd2),
    .out(adderIn1)
  );
  adder addOffset (  
    .in1(adderIn1),
    .in2(brOffsetTimes2),
    .out(adderOut)
  );
  mux #(.LENGTH(16)) BrTakenMux (  
    .in1(adderIn1),
    .in2(adderOut),
    .sel(brTaken),
    .out(adder2PC1)
  );
  mux #(.LENGTH(16)) JPTakenMux (  
    .in1(adder2PC1),
    .in2(brOffsetTimes2),
    .sel(jump_en),
    .out(PCIn)
  );
  register PCReg (
    .clk(clk),
    .rst(rst),
    .writeEn(~freeze),
    .regIn(PCIn),
    .regOut(PC)
  );
  instructionMem instructions (
    .rst(rst),
    .addr(PC),
    .instruction(instruction)
  );
  always @(instruction)
  begin
  end
  assign brOffsetTimes2 = brOffset << 1;
endmodule  
module adder (in1, in2, out);
  input [16-1:0] in1, in2;
  output [16-1:0] out;
  assign out = in1 + in2;
endmodule  
module instructionMem (rst, addr, instruction);
  input rst;
  input [16-1:0] addr;
  output [16-1:0] instruction;
  wire [$clog2(1024)-1:0] address = addr[$clog2(1024)-1:0];
  reg [8-1:0] instMem [0:1024-1];
  always @ (*) begin
  	if (rst) begin
        instMem[0] <= 8'b00000110; 
        instMem[1] <= 8'b00100000;  
        instMem[2] <= 8'b00000110;
        instMem[3] <= 8'b00100000;
        instMem[4] <= 8'b00110001;  
        instMem[5] <= 8'b00000110;
        instMem[6] <= 8'b10001000;
        instMem[7] <= 8'b00000000;
        instMem[8] <= 8'b00001100;  
        instMem[9] <= 8'b01100000;
        instMem[10] <= 8'b00001000;
        instMem[11] <= 8'b00000000;
        instMem[12] <= 8'b00010100;  
        instMem[13] <= 8'b10000010;
      end
    end
  assign instruction = {instMem[address], instMem[address + 1]};
endmodule  
module mux #(parameter integer LENGTH=15) (in1, in2, sel, out);
  input sel;
  input [LENGTH-1:0] in1, in2;
  output [LENGTH-1:0] out;
  assign out = (sel == 1) ? in2 : in1;
endmodule  
module mux_3input #(parameter integer LENGTH=15) (in1, in2, in3, sel, out);
  input [LENGTH-1:0] in1, in2, in3;
  input [1:0] sel;
  output [LENGTH-1:0] out;
  assign out = (sel == 2'd0) ? in1 :
               (sel == 2'd1) ? in2 : in3;
endmodule  
module register (clk, rst, writeEn, regIn, regOut);
  input clk, rst, writeEn;
  input [16-1:0] regIn;
  output reg [16-1:0] regOut;
  always @ (posedge clk) begin
    if (rst == 1) regOut <= 0;
    else if (writeEn) regOut <= regIn;
  end
endmodule  
$ cat run.sh
#!/bin/bash
# OpenROAD 26Q1-2900-gdf79404cd8, Yosys 0.63+post, stock flow scripts
make -C /OpenROAD-flow-scripts/flow DESIGN_CONFIG=/design/flow/config.mk WORK_HOME=/design/flow/orfs finish
==> results.txt <==
This note records the results obtained with Yosys and OpenROAD.

Die
The row count is 29. The fraction of the core area occupied by cells at floorplan is 31.2%. In this run the standard cell core region covers 0.00639 mm². The I/O pin total is 53. The chip width is 83.5 µm. The area of the chip is 0.00698 mm². The vertical die dimension reported for this design is 83.5 µm.

Global routing
The first global-routing pass estimated 9.22 mm of wire. The maximum number of pins on one net before global-route repair is 24. The number of global-route vias before repair is 1913.

The final global-route overflow total is 0. The total routing resource utilization after global routing is 16.2%. The number of antenna violations at the first check in global routing was 0.

Power and ir drop
IR analysis of the VDD net gives a maximum drop of 67.8 µV. Sequential cells account for 31.5% of the total power. The script computed the net switching share of total power as 37.0%.

Of the total power, the clock network draws 21.6%. The internal portion of the total power is 0.000243 W. The portion of total power attributed to combinational logic is 47.0%. The switching power summed over all nets is 0.000143 W. The static power due to leakage is 0.968 nW. The areal power density over the cells is 153 mW/mm².

Logic synthesis
After synthesis, the cell types taking the most area are dfxtp_1 15%, ha_1 11%, xnor2_1 7.5%. The top cell type by area accounts for 15.1% of the synthesized area. The instance count of the mapped netlist is 281. The post-synth count of flops with an enable pin is 0. The post-synth design cell area is 0.00199 mm². The portion of the post-synthesis area used by sequential elements is 15.1%.

The netlist uses 55 different library cells. Looking at area per cell type in the netlist, the leader is dfxtp_1. The main flop type is dfxtp_1. A synthesized cell averages 7.10 µm². Counting flops and latches in the post-synthesis netlist gives 15. The fraction of registers with async set/reset is 0%. The area of the synthesized netlist per yosys stat is 0.00199 mm².

For this design, Yosys synthesis ends with a cell count of 281. During synthesis, Yosys emitted a total of 8084 warnings.

STA
In the final run the clock tree shows a worst skew of 0.00310 ns. The final hold violation count is 0. From the final report, the count of setup violators was given as 0.

Headroom to the max-slew limit came out at 58.4%. The slack of the critical path is 2.67 ns. The maximum frequency from static timing analysis is 0.283 GHz. The worst hold margin is 0.552 ns. The clock period minus worst slack is 3.53 ns. The portion of the clock cycle consumed by the worst path in the final layout is 56.9%.

Setup repair after global routing left no endpoint under its margin. The transition time at the pin with the least slew margin is 0.622 ns. The total count of max-transition violations in the final report is 0.

After routing, the total negative slack on setup checks comes to 0 ns.

Clocking
The clock passes through at most 2 buffers. Post-CTS timing repair inserted 0 buffers for setup. Looking at the clock tree report, the H-tree level count equals 1. The clock reaches the later pin of the worst-skew pair after 0.25 ns. The clock tree has to reach 15 sinks.

In the CTS report, the clock slew at the register clock pins of the worst setup and hold paths is listed as 0.07 ns. The TritonCTS clock tree is yes. Looking at the clock tree report, the root buffer type is clkbuf_8. The number of hold buffers added after CTS is 0. The number of clock buffers inserted by TritonCTS is 3. The number of gates resized after CTS was 0.

Drt
Per the log, the first TritonRoute iteration ended with a DRC count of 140. Per the detailed-route log, wirelength across all metal layers totals 5.56 mm. Per the detail_route report, vias per standard cell equal 5.33.

The number of iterations in the first detailed-routing pass is 4. The number of nets with antenna violations after routing is 0. The post-route DRC violation count is 0. The via count of the routed design is 2104. The wire length per cell after detailed routing is 14.1 µm. The final antenna diode tally reported by the flow is 0.

Min path
The beginning of the worst hold path is PCReg.regOut[15]$_SDFFE_PP0N_. The path category of the worst min-delay check is reg -> reg. The number of cells on the worst hold path is listed as 2.

Setup path
STA classifies the critical path endpoint as an output port. The arrival time of data at the worst endpoint is listed as 2.29 ns. The sort of element at the start of the critical path is a register. The startpoint of the worst setup timing path is PCReg.regOut[9]$_SDFFE_PP0N_.

Data on the critical path is required at its endpoint by 4.96 ns. In this run the critical register-to-register path is launched from PCReg.regOut[1]$_SDFFE_PP0N_. STA shows the worst reg2reg path with a cell count of 11. The kind of critical path is reg -> out.

The highest net fanout along the worst path is 8.

Placed design
The number of I/O port buffers is 46. The worst setup slack after placement is 2.46 ns. The HPWL after detailed placement is 4.39 mm. The congestion estimate from routability-driven global placement came to 0.901.

Finish
The fraction of final layout cells sized beyond drive strength 1 is 2.83%. Per the run report, area growth between synthesis and finish was 26.9%. The register containing the most flip-flops in the final layout is PCReg.regOut. The largest registers in the layout are PCReg.regOut (15).

The number of fill cells is 667. The number of flip-flops under the largest register name is 15.

Run status
The run finished with clean final reports.

Job
The number of warning messages in the logs is 29. The max-capacitance violation count is 0.
[power by group through the flow]
| stage | combinational, W | sequential (W) | clock, W |
|---|---|---|---|
| 4_1_cts | 0.000181 | 0.000122 | 0.0000844 |
| 5_1_grt | 0.000202 | 0.000124 | 0.0000881 |
| 6_report | 0.000181 | 0.000122 | 0.0000834 |
[synth_stat cells, types with 2 or more instances]
cell	n
a211oi_1	5
a21boi_0	2
a21boi_1	2
a21o_1	4
a21oi_1	28
a22oi_1	4
a311oi_1	2
a31oi_1	2
and3_1	4
and4_1	3
buf_1	2
buf_2	2
buf_4	5
clkbuf_1	9
dfxtp_1	15
ha_1	18
inv_1	10
mux2i_1	2
nand2_1	27
nand2b_1	4
nand3_1	12
nand4_1	2
nor2_1	28
nor2b_1	5
nor3_1	6
nor3b_1	5
o211ai_1	4
o21a_1	6
o21ai_0	11
o21ai_1	5
o22ai_1	4
xnor2_1	17
xor2_1	4
[final timing paths]
check                                        to  slack, ns
setup reg to reg  PCReg.regOut[12]$_SDFFE_PP0N_       2.93
hold / removal    PCReg.regOut[15]$_SDFFE_PP0N_       0.55
setup / recovery                 instruction[8]       2.67
hold reg to reg   PCReg.regOut[15]$_SDFFE_PP0N_       0.55
[cell type report]
type | instances | area, µm² | share of cell area, %
multi-input cells | 241 | 1580 | 62.4
repair buffers | 47 | 468 | 18.5
flip-flops and latches | 15 | 300 | 11.9
well taps | 77 | 96.3 | 3.81
clock buffers | 3 | 41.3 | 1.63
inverters | 11 | 41.3 | 1.63
clock inverters | 1 | 5.00 | 0.198
[layer usage]
layer | up-vias | part of all wire [%] | global-route usage, %
met3 | 2 | 4.7 | 0.904
li1 | 1092 | - | -
met2 | 58 | 44 | 25.3
met4 | 0 | 0.61 | 1.23
met1 | 952 | 50 | 26.1
met5 | - | 0 | 0
[placed cells by master, fill, tap and decap left out, types with 2 or more instances in the layout]
cell             instances
xor2_1                   4
clkbuf_8                 3
a31oi_1                  2
o21a_1                   6
a22oi_1                  4
nand3_1                 12
o22ai_1                  4
a311oi_1                 2
nor3_1                   6
a21o_1                   4
nor2_1                  28
o21ai_0                 11
xnor2_1                 17
o21ai_1                  5
mux2i_1                  2
nand2b_1                 4
conb_1                   5
and3_1                   4
and4_1                   3
a21boi_0                 2
nor2b_1                  5
nand4_1                  2
o211ai_1                 4
ha_1                    18
a21boi_1                 2
nand2_1                 27
a211oi_1                 5
clkdlybuf4s50_1         46
inv_1                   10
nor3b_1                  5
dfxtp_1                 15
a21oi_1                 28
[per-stage QoR]
stage | std cells | utilization [%] | power [W] | instance area, µm²
2_1_floorplan | 285 | - | 0.000237 | 2010
3_3_place_gp | 391 | 38.9 | 0.000303 | 2480
3_5_place_dp | 391 | 38.9 | 0.000304 | 2480
4_1_cts | 395 | 39.6 | 0.000387 | 2530
5_1_grt | 395 | 39.6 | 0.000414 | 2530
6_report | 395 | 39.6 | 0.000386 | 2530
[kinds of logic after synthesis]
kind of cell	count (synthesis)	synth area share (%)
flip-flops	15	15.1
multiplexers	2	1.00
XOR/XNOR	21	9.22
adder cells (fa/ha/maj)	19	12.3
AND-OR/OR-AND	89	28.7
other	1	0.188
AND/OR/NAND/NOR	105	27.0
buffers and inverters	29	6.52
[worst max-delay path: stages (launching register included)]
cell and delay (ns):
dfxtp_1 0.40, nor4_1 0.44, nand2_1 0.28, nor3b_2 0.30
nor2b_1 0.15, clkdlybuf4s50_1 0.47
No activity file was given, so power comes from the tool's default toggle rates.
