==> ./design.v <==
module ALU (val1, val2, EXE_CMD, aluOut,high);
  input [16-1:0] val1, val2;
  input [4-1:0] EXE_CMD;
  output reg [16-1:0] aluOut,high;
  reg [31:0] temp;
  always @ ( * ) begin
    case (EXE_CMD)
      4'b0000: aluOut <= val1 + val2;
      4'b0010: aluOut <= val1 - val2;
      4'b0100: aluOut <= val1 & val2;
      4'b1000: aluOut <= val1 <<< val2;
      4'b0101:begin
          temp <= val1*val2;
          aluOut <= temp[15:0];
          high <= temp[31:16];
            end
      default: aluOut <= 0;
    endcase
  end
endmodule  
module EXEStage (clk, EXE_CMD, val1_sel, val2_sel, ST_val_sel, val1, val2, ALU_res_MEM, result_WB, ST_value_in, ALUResult, ST_value_out,BA_Reg,MEM_W_EN2EXE,MEM_R_EN2EXE,high_OUT);
  input clk,MEM_W_EN2EXE,MEM_R_EN2EXE;
  input [2-1:0] val1_sel, val2_sel, ST_val_sel;
  input [4-1:0] EXE_CMD;
  input [16-1:0] val1, val2, ALU_res_MEM, result_WB, ST_value_in,BA_Reg;
  output [16-1:0] ALUResult, ST_value_out,high_OUT;
  wire [16-1:0] ALU_val1, ALU_val2 , mux_val1src1;
  wire temp;
  mux #(.LENGTH(16)) BaMux(
    .in1(val1),
    .in2(BA_Reg),
    .sel(temp),
    .out(mux_val1src1)
  );
  mux_3input #(.LENGTH(16)) mux_val1 (
    .in1(mux_val1src1),
    .in2(ALU_res_MEM),
    .in3(result_WB),
    .sel(val1_sel),
    .out(ALU_val1)
  );
  mux_3input #(.LENGTH(16)) mux_val2 (
    .in1(val2),
    .in2(ALU_res_MEM),
    .in3(result_WB),
    .sel(val2_sel),
    .out(ALU_val2)
  );
  ALU ALU(
    .val1(ALU_val1),
    .val2(ALU_val2),
    .EXE_CMD(EXE_CMD),
    .aluOut(ALUResult),
    .high(high_OUT)
  );
  assign ST_value_out = val1;
  assign temp = MEM_W_EN2EXE | MEM_R_EN2EXE;
endmodule  
module mux #(parameter integer LENGTH=15) (in1, in2, sel, out);
  input sel;
  input [LENGTH-1:0] in1, in2;
  output [LENGTH-1:0] out;
  assign out = (sel == 1) ? in2 : in1;
endmodule  
module mux_3input #(parameter integer LENGTH=15) (in1, in2, in3, sel, out);
  input [LENGTH-1:0] in1, in2, in3;
  input [1:0] sel;
  output [LENGTH-1:0] out;
  assign out = (sel == 2'd0) ? in1 :
               (sel == 2'd1) ? in2 : in3;
endmodule  
==> ./run.sh <==
#!/bin/bash
# OpenROAD 26Q1-2900-gdf79404cd8, Yosys 0.63+post, stock flow scripts
make -C /OpenROAD-flow-scripts/flow DESIGN_CONFIG=/design/flow/config.mk WORK_HOME=/design/flow/orfs finish
==> ./config.mk <==
export PLATFORM = sky130hd
export DESIGN_NAME = EXEStage
export DESIGN_NICKNAME = EXEStage
export VERILOG_FILES = /design/flow/design.v
export SDC_FILE = /design/flow/constraint.sdc
export NUM_CORES = 4
export LEC_CHECK = 1
export CORE_UTILIZATION = 30
==> ./constraint.sdc <==
current_design EXEStage

set clk_period 19.6
set clk_io_pct 0.2

create_clock -name clk0 -period $clk_period

set non_clock_inputs [all_inputs -no_clocks]
set_input_delay [expr $clk_period * $clk_io_pct] -clock clk0 $non_clock_inputs
set_output_delay [expr $clk_period * $clk_io_pct] -clock clk0 [all_outputs]
==> impl_metrics.json <==
{
  "warnings": 52,
  "path_class": "in2out",
  "finalSetupViolCount": 0,
  "grt.total_usage": 0.189,
  "status": "finished clean",
  "area_leaders": "fa_1 32%, ha_1 13%, inv_1 6.8%, nand2_1 6.3%, dlxtn_1 6.0%",
  "antennaDiodeCount": 0,
  "coreArea_um2": 39100,
  "port_buffers": 138,
  "cap_violations": 0,
  "ys_chip_area_um2": 12000,
  "area_growth_pct": 16.0,
  "grt_max_degree": 49,
  "syn_area_um2": 12000,
  "initial_core_util": 0.308,
  "place_congestion": 0.940,
  "cp.arrival_ns": 9.60,
  "hold_class": "in2out",
  "grt_pass1_wl_mm": 58.4,
  "die-area_um2": 40900,
  "untimed_endpoints": 64,
  "grt_overflow": 0,
  "post-route-period-util": 0.690,
  "die_w_um": 202,
  "antenna_found_initial": 1,
  "top_cell_area_share": 0.325,
  "dieHeight_um": 202,
  "worstMarginPinSlew_ns": 0.906,
  "rsz0062_at_grt": "false",
  "drtIter0Drc": 559,
  "fin_crit_ns": 13.52,
  "unclocked_regs": 48,
  "crit_path_max_fanout": 17,
  "cts-resized-gates": 0,
  "ys_ff": 48,
  "top_area_cell": "fa_1",
  "synth_area_per_cell_um2": 8.14,
  "hold_buffers": 0,
  "dr.pass1.iters": 5,
  "fill_cells": 4016,
  "fmax_ghz": 0.0739,
  "layout-drive-gt1-share": 0.0454,
  "rows": 72,
  "fin_util": 0.357,
  "ys.flop_type": "dlxtn_1",
  "post_cts_buffers": 0,
  "end_kind": "primary output",
  "yosys_cells": 1477,
  "wl_mm": 36.3,
  "ioPinCount": 157,
  "num_vias": 10500,
  "dp_hpwl_mm": 29.4,
  "cp-start-kind": "primary input",
  "async_flop_share": 0,
  "setup_tns_ns": 0,
  "ant_nets": 0,
  "ys_types": 70,
  "ys_warn_count": 1,
  "syn_inst": 1477,
  "hold_viol": 0,
  "worstPathRequired_ns": 15.68,
  "drv_slew": 0,
  "grt_pass1_vias": 10600,
  "via_per_inst": 5.03,
  "edf_count": 0,
  "max_slew_margin": 0.392,
  "wl_per_cell_um": 17.5,
  "drc_errors": 0
}
[kinds of logic after synthesis]
group,Yosys count,share of synthesized area
buffers and inverters,314,0.106
and+or+nand+nor,461,0.169
adders and majority gates,316,0.451
AOI/OAI and AO/OA,243,0.138
latches,48,0.0599
xor gates and xnor gates,49,0.0357
muxes,46,0.0402
[final timing paths]
kind | cells after the start | slack, ns | end | start
worst min-delay path | 2 | 8.67 | ST_value_out[15] | val1[15]
worst max-delay path | 13 | 6.08 | ALUResult[14] | val1_sel[0]
[sequential cells by signal, indices dropped and copies added (netlist names)]
| register | count |
|---|---|
| ALU.high | 16 |
| ALU.temp | 32 |
[worst max-delay path, cell delays in order]
cell and delay (ns):
clkdlybuf4s50_1 0.92, inv_1 0.48, o31ai_1 0.45, a21o_1 0.54, clkinv_1 0.54, ha_1 0.49
o21a_1 0.16, o31a_1 0.28, o41ai_1 0.56, o21ai_0 0.22, xnor2_1 0.16, o211ai_1 0.33
clkdlybuf4s50_1 0.53
[cells in the mapped netlist, types with 19 or more instances]
master    instances
inv_1           218
fa_1            195
nand2_1         202
nand3_1          19
buf_4            20
dlxtn_1          48
nor2_1          138
mux2i_1          39
clkbuf_1         56
o21ai_0          47
xnor2_1          38
and2_1           38
o21a_1           35
a21oi_1          38
ha_1            121
[cell type report]
cell class	count	area, um2	share of cell area
multi-input combinational	1115	10100	0.722
tap	518	648	0.0465
timing repair buffer	177	1670	0.120
inverter	223	837	0.0600
sequential	48	721	0.0517
[stage by stage]
step	hold WS (ns)	cell area [um2]	worst slack, ns	instances
after floorplan	7.91	12000	8.19	1477
after global placement	8.67	14000	6.23	2081
after detailed placement	8.67	14000	6.18	2081
after CTS	8.67	14000	6.15	2081
after global routing	8.69	14000	5.80	2081
final	8.67	14000	6.08	2081
[layer usage]
| layer | GRT usage | wire length [um] | up-vias |
|---|---|---|---|
| met3 | 0.0582 | 3090 | 42 |
| met4 | 0.0293 | 643 | 2 |
| met1 | 0.269 | 15800 | 5107 |
| met5 | 0 | 13 | - |
| met2 | 0.296 | 16800 | 375 |
| li1 | - | - | 4950 |
[layout by cell type (no fill, tap or decap), types with 6 or more instances in the layout]
cell type,n
o211ai_1,10
nor3_1,18
xnor2_1,38
o21a_1,35
dlxtn_1,48
a211oi_1,16
fa_1,195
mux2i_1,39
o21ai_1,10
clkdlybuf4s50_1,138
nand2_1,202
nand3_1,19
buf_4,39
nor2_1,138
o31a_1,7
ha_1,121
inv_1,218
o31ai_1,7
o21ai_0,43
a21o_1,12
xor2_1,11
a31oi_1,11
and2_1,38
nor2b_1,7
a21oi_1,38
a221oi_1,7
o31ai_2,6
